--- /design/flow/design.v ---
`timescale 1ns / 1ps
module counter (
	clk,
	rst_n,
	cnt
);
input wire clk;
input wire rst_n;
output reg [6:0] cnt;
always @(posedge clk, negedge rst_n)
begin
	if (rst_n == 0)
	begin
		cnt <= 0;
	end
	else if ( cnt < 100)
	begin
		cnt <= cnt + 1;
	end  
end
endmodule
--- /design/flow/run.sh ---
#!/bin/bash
# OpenROAD 26Q1-2900-gdf79404cd8, Yosys 0.63+post, stock flow scripts
make -C /OpenROAD-flow-scripts/flow DESIGN_CONFIG=/design/flow/config.mk WORK_HOME=/design/flow/orfs finish
--- /design/flow/config.mk ---
export PLATFORM = sky130hd
export DESIGN_NAME = counter
export DESIGN_NICKNAME = counter
export VERILOG_FILES = /design/flow/design.v
export SDC_FILE = /design/flow/constraint.sdc
export NUM_CORES = 4
export LEC_CHECK = 1
export CORE_AREA = 10 10 70 70
export DIE_AREA = 0 0 80 80
--- /design/flow/constraint.sdc ---
current_design counter

set clk_period 2.5
set clk_io_pct 0.2

create_clock -name clk0 -period $clk_period [get_ports {clk}]

set non_clock_inputs [all_inputs -no_clocks]
set_input_delay [expr $clk_period * $clk_io_pct] -clock clk0 $non_clock_inputs
set_output_delay [expr $clk_period * $clk_io_pct] -clock clk0 [all_outputs]
==> flow_metrics.tcl <==
# yosys + openroad results
set metrics [dict create \
    avgSynthCellArea_sq_um 13.1 \
    syn-cell-area_sq_um 328 \
    overflow 0 \
    drt.antenna.violating_nets 0 \
    slowest_delay_ns 0.53 \
    path_max_fanout 6 \
    largest_reg_flops 7 \
    comb_power_share 0.016 \
    drc 0 \
    initialDrtViolationCount 23 \
    critical_path_class "reg -> out" \
    antenna_cells 0 \
    via_per_inst 2.94 \
    rr_worst_depth 2 \
    clockBufferDepth 2 \
    synth-seq-cells 7 \
    root_buffer "clkbuf_4" \
    drive_gt1_frac 0.216 \
    cts.sinks 7 \
    leakage_nw 0.196 \
    path_delay_family "buffers and inverters" \
    first_pass_iters 2 \
    wl_um 725 \
    stdcell_count 83 \
    grt_max_degree 8 \
    cts_resized 0 \
    drv_cap 0 \
    synth.top_cell.area_share 0.534 \
    drv_slew 0 \
    period_used_share 0.704 \
    synth-edff-count 0 \
    setup_viol 0 \
    mux_area_frac 0.0802 \
    fill_cells 390 \
    cp-start-kind "register" \
    grt_pass1_wl_um 1190 \
    synth.largest_area_cell "dfrtp_1" \
    hold_path_class "in -> async" \
    finalWeightedCongestion 0.677 \
    track_usage 0.0242 \
    placed_cells 79 \
    io_buffer_count 8 \
    grt_setup_unrepaired "false" \
    ys_cells 25 \
    critPathBufInv 1 \
    post-route-min-period_ns 1.76 \
    p_switching_mw 0.0441 \
    aoi_share 0.156 \
    skew_ns 0.00440 \
    rows 21 \
    fmax_mhz 568 \
    arrival_ns 1.26 \
    grt_pass1_vias 250 \
    clock_latency_ns 0.25 \
    num_io_pins 9 \
    crit_chain "clkdlybuf4s50_1" \
    ys_warn_count 1 \
    cts_tree "yes" \
    peakVddDrop_v 0.0000909 \
    seqPwrFrac 0.516 \
    synth-main-ff-cell "dfrtp_1" \
    r2r_end "cnt[1]" \
    fp-utilization 0.0960 \
    tns_ns 0 \
    p_int_mw 0.176 \
    tightest_slew_ns 0.327 \
    vias 244 \
    wl_per_cell_um 8.73 \
    cpMaxStageDelayCell "clkdlybuf4s50_1" \
    clkPwrFrac 0.468 \
    coreArea_sq_mm 0.00342 \
    ys_types 16 \
    required_ns 2.00 \
    synth-area-yosys_sq_um 328 \
    syn_inst 25 \
    swShare 0.200 \
    status "complete, no violations" \
    p_per_area_mw_per_mm2 447 \
    async_flop_share 1.00 \
    area_leaders "dfrtp_1 (53%), o311ai_4 (8.0%), xor2_1 (5.3%)" \
    numCtsBuffers 3 \
    hold_viol 0 \
    warnings 25 \
    simple_gate_area_frac 0.111 \
    worstReg2RegStart "cnt[4]" \
    synthXorXnorAreaFrac 0.0802 \
    clkTransAtPathRegs_ns 0.05 \
    top_logic_kind "AND-OR/OR-AND gates" \
    cts_max_level 1 \
    top_cell "dfrtp_1" \
    r2r_slack_ns 1.24 \
    chipArea_sq_mm 0.00640 \
    top_regs "cnt x7" \
    crit_path_end_kind "primary output" \
    adder_share 0.0382 \
    areaGrowthSynthToFinish_pct 50.0 \
    die_x_um 80 \
    max_slew_margin 0.781 \
    hold_slack_ns 0.508 \
    die_h_um 80 \
    largest-register "cnt" \
    cts_setup_buffers 0 \
    ctsHoldBuffers 0 \
    antenna_found_initial 0 \
    yosys-top-cells-count "dfrtp_1 (7), a21oi_1 (2), nand2_1 (2), xor2_1 (2)" \
    seq_area_frac_synth 0.534 \
]
[worst max path at each step]
stage / startpoint / endpoint / slack [ns] / cells after the start
CTS: cnt[3] / cnt[3] / 0.72 / 1
global route: cnt[3] / cnt[3] / 0.65 / 1
finish: cnt[3] / cnt[3] / 0.74 / 1
[worst reg2reg max path: stages (launching register included)]
cell and delay, ns:
dfrtp_1 0.44, o311ai_4 0.38, mux2_4 0.33
[power by group through the flow]
stage         Sequential [mW]  Combinational (mW)  Clock [mW]
global route            0.113             0.00411       0.115
finish                  0.113             0.00355       0.103
CTS                     0.113             0.00375       0.108
[layout make-up]
class	instances	area [sq um]	area share
sequential	7	175	0.356
multi-input combinational	18	153	0.310
clock buffer	4	26.3	0.0534
tap	46	57.6	0.117
timing repair buffer	8	80.1	0.163
[kinds of logic (layout without fill, tap and decap cells)]
kind of cell               Yosys count  in the layout
AOI/OAI and AO/OA                    5              5
xor gates and xnor gates             3              3
adders and majority gates            1              1
buffers and inverters                0             12
DFF                                  7              7
muxes                                2              2
and+or+nand+nor                      7              7
[routing by layer]
metal / vias up / share of wire / global-route usage
met5: - / 0 / 0
met3: 2 / 0.19 / 0.0284
met4: 0 / 0.012 / 0.00352
li1: 114 / - / -
met1: 120 / 0.41 / 0.0276
met2: 8 / 0.39 / 0.0289
[per-stage QoR]
| step | power (mW) | utilization | setup slack (ns) | instance area, sq um |
|---|---|---|---|---|
| 3_5_place_dp | 0.119 | 0.136 | 1.00 | 465 |
| 3_3_place_gp | 0.119 | 0.136 | 1.00 | 465 |
| 2_1_floorplan | 0.115 | - | 1.31 | 328 |
| 4_1_cts | 0.225 | 0.144 | 0.718 | 492 |
| 6_report | 0.220 | 0.144 | 0.740 | 492 |
| 5_1_grt | 0.232 | 0.144 | 0.650 | 492 |
[placed cells by master, fill, tap and decap left out, drive strengths merged]
master,synthesis,routed
and3,1,1
nand4,1,1
xnor2,1,1
clkbuf,0,4
mux2,2,2
o311ai,1,1
a31o,1,1
xor2,2,2
nor2,1,1
nand3,1,1
nand2b,1,1
dfrtp,7,7
nand2,2,2
a31oi,1,1
ha,1,1
a21oi,2,2
clkdlybuf4s50,0,8
Power is estimated from default activity; no workload was simulated.
